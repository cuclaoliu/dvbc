===== flow/design.v =====
`timescale 1ns/1ns
module cycleCounter
#(parameter ADDRWIDTH = 11, parameter LDATA = 18*55+1, parameter HDATA = 18*66)
(
iClk, iClrn, iEn, oCnt
);
	input iClk, iClrn;
	input iEn;
	output [ADDRWIDTH-1:0] oCnt;
	logic [ADDRWIDTH-1:0] cnt = LDATA;
	logic started = 1'b0;
	assign oCnt = cnt;
	always_ff @(posedge iClk or negedge iClrn) begin
		if (!iClrn) begin
			cnt <= #1 'b0;
			started <= #1 1'b0;
		end
		else begin
			started <= #1 1'b1;
			if (!started) begin
				cnt <= #1 LDATA;
			end
			else if (cnt < LDATA)
				cnt <= #1 LDATA;
			else if (iEn) begin
				if (cnt < HDATA)
					cnt <= #1 cnt + 1;
				else
					cnt <= #1 LDATA;
			end
		end
	end
endmodule
`timescale 1ns/1ns
module interleavor
(
	iClk, iClrn,
	iData,
	iValid,
	iPSync,
	oData,
	oValid,
	oPSync
);
	input iClk, iClrn;
	input[7:0] iData;
	input iValid;
	input iPSync;
	output logic[7:0] oData;
	output logic oValid;
	output logic oPSync;
	localparam LENGTH = 17;
	localparam INTER_B = 12;
	localparam RAMBYTES = LENGTH*INTER_B*(INTER_B-1)/2;
	logic[7:0]dpram [RAMBYTES:0];
	logic[INTER_B-1:0] cntEn;
	logic[$clog2(RAMBYTES)-1:0] addrCnt[0:INTER_B-1];
	logic[$clog2(RAMBYTES)-1:0] addrr, addrw;
	logic[3:0] cnt;
	logic[7:0] ramq, DataR, DataW;
	logic ValidR, PSyncR, ValidW;
	int loop_v;
	initial begin
		for(loop_v=0;loop_v<=RAMBYTES;loop_v++)
			dpram[loop_v] = 8'd0;
	end
	assign addrCnt[0] = 'b0;
	genvar gen_var;
	generate 
		for(gen_var = 1; gen_var < INTER_B; gen_var = gen_var + 1) 
		begin : gen_counter
			cycleCounter  #($clog2(RAMBYTES), gen_var*(gen_var-1)*LENGTH/2+1,gen_var*(gen_var+1)*LENGTH/2)
				cnt_insts(iClk, iClrn, cntEn[gen_var]&iValid, addrCnt[gen_var]);
		end
	endgenerate
	always_ff@(posedge iClk or negedge iClrn) begin
		if(!iClrn) begin
			cnt <= #1 4'b0;
			cntEn <= #1 'b0;
		end
		else begin
			if(iPSync & iValid) begin
				cnt <= #1 4'd1;
				cntEn <= #1 'b1;
			end
			else if(iValid) begin
				if (cnt < INTER_B-1)
					cnt <= #1 cnt + 4'b1;
				else
					cnt <= #1 4'b0;
				cntEn <= #1 {cntEn[INTER_B-2:0], cntEn[11]};
			end
		end
	end
	assign addrr = addrCnt[cnt];
	always_ff@(posedge iClk) begin
		if(ValidW) begin
			dpram[addrw] <= #1 DataW;
		end
		addrw <= #1 addrr;
		ValidW <= #1 iValid;
		DataW <= #1 iData;
		ramq <= #1 dpram[addrr];
	end
	always_ff@(posedge iClk or negedge iClrn) begin
		if(!iClrn) begin
			oValid <= #1 1'b0;
			oData <= #1 8'b0;
			oPSync <= #1 1'b0;
			DataR <= #1 8'b0;
			ValidR <= #1 1'b0;
			PSyncR <= #1 1'b0;
		end
		else begin
			oValid <= #1 iValid;
			oPSync <= #1 iPSync;
			ValidR <= #1 iValid;
			PSyncR <= #1 iPSync;
			oValid <= #1 ValidR;
			oPSync <= #1 PSyncR;
			if(iValid) begin
				DataR <= #1 iData;
			end
			if(ValidR) begin
				oData <= #1 (cnt == 4'b1)?DataR:ramq;
			end
		end
	end
endmodule

===== flow/run.sh =====
#!/bin/bash
# OpenROAD 26Q1-2900-gdf79404cd8, Yosys 0.63+post, stock flow scripts
make -C /OpenROAD-flow-scripts/flow DESIGN_CONFIG=/design/flow/config.mk WORK_HOME=/design/flow/orfs finish

===== flow/config.mk =====
export PLATFORM = sky130hd
export DESIGN_NAME = interleavor
export DESIGN_NICKNAME = interleavor
export VERILOG_FILES = /design/flow/design.v
export SDC_FILE = /design/flow/constraint.sdc
export NUM_CORES = 4
export LEC_CHECK = 1
export CORE_UTILIZATION = 40
export SYNTH_MEMORY_MAX_BITS = 65536

===== flow/constraint.sdc =====
current_design interleavor

set clk_period 1101.4
set clk_io_pct 0.2

create_clock -name clk0 -period $clk_period [get_ports {iClk}]

set non_clock_inputs [all_inputs -no_clocks]
set_input_delay [expr $clk_period * $clk_io_pct] -clock clk0 $non_clock_inputs
set_output_delay [expr $clk_period * $clk_io_pct] -clock clk0 [all_outputs]

==> run notes <==
impl run done, here's what came out: initial DRC count=19.0k, Tmin final=222.30 ns, PortBufs=21, area leader, netlist=edfxtp_1, tool warnings=93, total CTS buffers=911, WP buf/inv=1, Remaining DRCs=0, cell count of the worst hold path=0, unrepaired setup endpoints after global routing=no, Max H-tree Level=6, Synth Cell Area=366000 um^2, core box area=913000 um^2, first-pass GRT wire length=1780 mm, Tightest Pin Transition=1.42 ns, IO Count=22, reg2reg end=ramq[5], yosys cell count=26.7k, Die ar.=920000 um^2, Area growth, synth to finish=12.7%, WL per Instance=31.6 um, HPWL after DPL=789 mm, clock slew at reported path FFs=0.06 ns, Core Density at Floorplan=40.1%, Max Freq=4.50 MHz, synthesis-stage register bit count=9170, # rows=351, Maximum Capacitance Violations=0, post-synthesis chip area from yosys=366000 um^2, Fin. Hold Viols=0, Mean Syn Cell Area=13.7 um^2, Yosys Warn Count=14, Cells after Synth=26.7k, Worst Setup End Kind=output pin, outcome=finished, final reports clean, Synth area leaders=edfxtp_1, nand2_1, nand3_1, mux2i_1, a21oi_1, P_leak=0.138 uW, slowest stage delay, CP=0.46 ns, Slowest cell on crit path=clkdlybuf4s50_1, pwr dens=2.27 nW/um^2, clk_skew=0.0922 ns, vias per cell=5.83, Post-synth EDFFs=8984, Crit Path Class=flop to output pin, vias in the first global route=236k, Final GP Congestion=0.974, Critical Path Start Type=flop, Sum Neg Setup Slack=0 ns, gr usage total=29.9%, Cell variety after synth=86, VDD IR max=0.00208 mV, CTS root buf=clkbuf_16, clk latency late pin=1.23 ns, Relative slew margins=4.53%, ys flop type=edfxtp_1, Reg2Reg Setup Slack=1089.98 ns, # Post-CTS Setup Buffers=0, final WL=1270 mm, HP Start=PSyncR, Hold Path Class=flop to flop, clock sink total=9170, grt total ovfl=0, chip width=959 um, Initial DRT Pass Iterations=9, Clock Path Buffers=4, final slew viol count=0, final setup vio count=0, worst reg2reg startpoint=cnt[0], CP required=881.12 ns, CTS tree=done, Seq share, synth=74.9%, Top-area cell share=73.7%, count of cells resized by post-cts repair=0, largest net degree at the start of global routing=120, Critical Path, Cell by Cell=clkdlybuf4s50_1, crit-path leading delay family=buffers and inverters, Final ANT Viol Nets=0, hold_buf cts=0, Tcrit/Tclk final=20.2%, initial antenna violation count=155, share of layout cells above drive strength 1=10.0%, Die Y=959 um, worst min-delay path endpoint=oPSync, DR vias=234k, ys async rst share=1.72%, crit path DAT=2.01 ns, peak fanout along the critical path=2, Util after Layout=45.2%, r2r worst-path depth=24
-- how the worst max path moves through the flow --
stage	start	cells past startpoint	slack [ns]	endpoint
final	oData[2]	1	879.11	oData[2]
after global routing	oData[2]	1	879.03	oData[2]
after CTS	oData[2]	1	879.01	oData[2]
-- cell usage after synthesis (all sizes together) (15+ instances only) --
master,n
nor4,110
dfrtp,158
and3,214
a311oi,145
o31ai,26
o221ai,22
o21ai,218
a32o,22
a311o,18
a22oi,73
o41ai,26
edfxtp,8984
mux4,150
inv,43
and2,20
a221oi,323
nor3,123
nand4,132
a221o,39
buf,1267
ha,15
a22o,33
o2111ai,29
a21oi,1072
a31oi,298
o22ai,136
a32oi,225
nand3,2930
nand2,6368
or4,22
or3,20
nor2b,21
o211ai,33
mux2i,1145
mux2,27
a211oi,41
nand2b,15
dfxtp,28
clkbuf,615
o311ai,26
nor2,1315
-- power by group --
group	leakage (uW)	total, uW	internal, uW	switching, uW
combinational	0.0419	257	66.6	190
sequential	0.0828	385	384	1.04
clock	0.0137	297	165	133
-- stage by stage --
step	setup WS, ns	area, um^2	std cells	hold slack (ns)	total power [uW]
2_1_floorplan	879.71	366000	26700	0.331	542
3_3_place_gp	878.91	384000	38300	0.337	639
3_5_place_dp	878.96	384000	38300	0.337	641
4_1_cts	879.01	412000	39900	0.350	935
5_1_grt	879.03	413000	40000	0.354	967
6_report	879.11	413000	40200	0.349	939
-- layout by cell type, fill, tap and decap left out, types with 38 or more instances in the layout --
cell type and instances:
clkbuf_1 233, clkinv_2 139, diode_2 262, edfxtp_1 8984, a21oi_1 1069, a22oi_1 73
nand2_1 6347, a221o_1 39, dfrtp_1 158, nor2_1 1283, bufinv_16 48, a221oi_1 321
clkbuf_16 922, a32oi_1 225, nand3_1 2889, mux2i_1 1145, buf_4 1206, nand4_1 132
clkinv_1 242, and3_1 214, o21ai_0 207, mux4_2 150, a211oi_1 38, a311oi_1 142
a31oi_1 297, o22ai_1 136, nor3_1 118, nor4_1 100
-- layout make-up --
cell class                 count  area, um^2
sequential                  9170      274000
fill                       77600      500000
clock inverter               497        4170
inverter                      46         215
clock buffer                1160       24000
timing repair buffer        1261        9940
multi-input combinational  15600       84400
tap                        12200       15200
antenna                      262         656
-- flip-flops by register name (all words and copies together), names as in the netlist, 4 cells and up --
| signal | flops |
|---|---|
| DataR | 8 |
| DataW | 8 |
| addrw | 11 |
| cnt | 4 |
| cntEn | 12 |
| dpram | 8984 |
| gen_counter.cnt_insts.cnt | 121 |
| oData | 8 |
| ramq | 8 |
-- logic make-up (layout without fill, tap and decap cells) --
kind of cell,after synthesis,count (layout),synth area share [%]
and+or+nand+nor,11300,11300,13.1
DFF,9170,9170,74.9
AOI/OAI and AO/OA,2926,2926,5.36
buffers and inverters,1928,2964,2.39
muxes,1322,1322,4.13
xor gates and xnor gates,23,23,0.0550
adders and majority gates,15,15,0.0512
other,1,263,0.00102
-- layer usage --
layer / share of wire [%] / up-vias / track usage (%)
met5: 0.53 / - / 5.56
met2: 43 / 15800 / 39.8
met4: 6.2 / 320 / 15.4
met3: 20 / 3313 / 26.0
met1: 31 / 114000 / 32.7
li1: - / 101000 / -
Power and IR drop assume default switching activity.
