==> flow/design.v <==
`timescale 1ns/1ns
module byteSource
(
	iClk, iClrn,
	iData,
	iValid,
	iReq,
	iPsync,
	oData, oPSync, oValid,
	oCheck, oFull, oEmpty
);
	output logic[7:0] oData;
	output logic oPSync;
	output logic oValid;
	output logic oCheck;
	output logic oFull;
	output logic oEmpty;
	input iValid;
	input iClrn;
	input iReq;
	input iPsync;
	input [7:0] iData;
	input iClk;
	localparam BUFFERBYTES = 1024;
	localparam ADDRWIDTH = $clog2(BUFFERBYTES);
	logic[7:0] dpram[0:BUFFERBYTES-1];
	logic[ADDRWIDTH-1:0] addrr, addrw;
	logic tspack = 1'b0; 
	byte unsigned sendcnt = 8'd0;
	logic signed [ADDRWIDTH:0] usefulbytes = 'd0;
	logic rd;
	logic[7:0] rdData, nullPackData;
	assign #1 oCheck = (sendcnt > 187);
	initial begin
		for(int loop_v=0; loop_v<BUFFERBYTES; loop_v++)
			dpram[loop_v] <= 8'd0;
	end
	always_ff @(posedge iClk) begin
		if(iValid)
			dpram[addrw] <= #1 iData;
		rdData <= #1 dpram[addrr];
	end
	always_ff @(posedge iClk or negedge iClrn) begin
		if(!iClrn) begin
			addrr <= #1 'd0;
			addrw <= #1 'd0;
			usefulbytes <= #1 'd0;
			oFull <= #1 1'b0;
			oEmpty <= #1 1'b0;
		end
		else begin
			if(iValid) begin
				if(addrw < BUFFERBYTES-1)
					addrw <= #1 addrw + 1'd1;
				else
					addrw <= #1 'd0;
			end
			if(rd) begin
				if(addrr < BUFFERBYTES-1)
					addrr <= #1 addrr + 1'd1;
				else
					addrr <= #1 1'd0;
			end
			if({iValid, rd} == 2'b10) begin
				if(usefulbytes == BUFFERBYTES)
					oFull <= #1 1'b1;
				usefulbytes <= #1 usefulbytes + 1;
			end
			else if({iValid, rd} == 2'b01) begin
				if(usefulbytes == 0)
					oEmpty <= #1 1'b1;
				usefulbytes <= #1 usefulbytes - 1;
			end
		end
	end
	always_ff @(posedge iClk or negedge iClrn) begin
		if(!iClrn) begin
			sendcnt <= #1 'd0;
			tspack <= #1 1'b0;
		end
		else begin
			if (iReq) begin
				if(sendcnt < 203) begin
					sendcnt <= #1 sendcnt + 8'd1;
					if(sendcnt == 187 && tspack)
						tspack <= #1 iPsync;
				end
				else begin
					sendcnt <= #1 8'd0;
					if(usefulbytes >= 204)
						tspack <= #1 1'b1;
					else
						tspack <= #1 1'b0;
				end
			end
		end
	end
	always_ff @(posedge iClk or negedge iClrn) begin
		if(!iClrn) begin
			oValid <= #1 1'b0;
			oData <= #1 8'd0;
			oPSync <= #1 1'b0;
		end
		else begin
			oValid <= #1 iReq;
			if (tspack)
				oData <= #1 rdData;
			else
				oData <= #1 nullPackData;
			if (sendcnt == 8'd0)
				oPSync <= #1 1'b1;
			else
				oPSync <= #1 1'b0;
		end
	end
	always_comb begin
		case(sendcnt)
			8'd0 : nullPackData <= 8'h47;
			8'd1 : nullPackData <= 8'h1F;
			8'd2 : nullPackData <= 8'hFF;
			8'd3 : nullPackData <= 8'h10;
			default: nullPackData <= 8'hFF;
		endcase
	end
	assign #1 rd = tspack & iReq;
	endmodule
==> flow/run.sh <==
#!/bin/bash
# OpenROAD 26Q1-2900-gdf79404cd8, Yosys 0.63+post, stock flow scripts
make -C /OpenROAD-flow-scripts/flow DESIGN_CONFIG=/design/flow/config.mk WORK_HOME=/design/flow/orfs finish
==> flow/config.mk <==
export PLATFORM = sky130hd
export DESIGN_NAME = byteSource
export DESIGN_NICKNAME = byteSource
export VERILOG_FILES = /design/flow/design.v
export SDC_FILE = /design/flow/constraint.sdc
export NUM_CORES = 4
export LEC_CHECK = 1
export CORE_UTILIZATION = 30
export SYNTH_MEMORY_MAX_BITS = 65536
==> flow/constraint.sdc <==
current_design byteSource

set clk_period 1481.8
set clk_io_pct 0.2

create_clock -name clk0 -period $clk_period [get_ports {iClk}]

set non_clock_inputs [all_inputs -no_clocks]
set_input_delay [expr $clk_period * $clk_io_pct] -clock clk0 $non_clock_inputs
set_output_delay [expr $clk_period * $clk_io_pct] -clock clk0 [all_outputs]
==> out/qor.yml <==
clocking:
  numCtsBuffers: 797
  clkSinkCount: 8251
  root_buffer: "clkbuf_16"
  htreeDepth: 6
  cts_tree: "built"
  clock_latency_ns: 1.21
  cts_setup_buffers: 0
  holdBufCountCts: 0
  cts-resized-gates: 0
  path_clk_slew_ns: 0.06
  cts_max_path_buffers: 4
flow_run:
  cap_violations: 0
  warning_count: 34
worst_setup_path:
  crit_type: "input pin to flop"
  startpoint_type: "input pin"
  rr_endpoint: "rdData[7]"
  crit_end: "dpram[690][4]"
  cp-end-kind: "flop"
  worstReg2RegStart: "addrr[1]"
  reg2reg_depth: 14
  crit_start: "iData[4]"
  worstPathArrival_ns: 300.68
  rrSetupSlack_ns: 1472.98
  crit_fanout: 67
  cp.required_ns: 1482.67
global_route:
  grt_first_pass_wirelength_um: 1380000
  grt.overflow.total: 0
  track_usage: 0.199
  antenna_found_initial: 97
  grt_max_degree: 100
  grt_pass1_vias: 178441
final_timing:
  finalClockPeriodUsage: 0.202
  finalSetupTns_ns: 0
  fin_hold_ws_ns: 0.441
  finalHoldViolations: 0
  setup_viol: 0
  period_minus_slack_ns: 299.82
  slew_viol_final: 0
  finClkSkew_ns: 0.122
  worst_slew_pin_slew_ns: 1.23
  rsz0062_at_grt: "false"
  slew_headroom: 0.181
  max_freq_mhz: 3.34
  final.setup.worst_slack_ns: 1181.98
place:
  gp_congestion: 0.963
  place_hpwl_um: 634000
  io_buffers: 24
  place_ws_ns: 1180.79
detailed_routing:
  drt_iter0_drc: 12330
  ant_nets: 0
  routedWlPerCell_um: 32.8
  routed_via_density: 5.27
  drt_pre_antenna_iters: 25
  vias: 160632
  routed_wl_um: 998000
  drc: 0
yosys:
  dominantRegCellSynth: "edfxtp_1"
  ys.flops: 8251
  netlist_area_um2: 320000
  ys_types: 79
  top_area_cell: "edfxtp_1"
  yosys_area_um2: 320000
  avgSynthCellArea_um2: 21.4
  ys_cells: 14966
  yosys_warnings: 1
  top_cells_by_area: "edfxtp_1 77%, mux4_2 14%, mux2i_1 1.8%"
  edf_count: 8192
  ys_seq_share: 0.774
  async_flop_share: 0.00618
  top_area_frac: 0.770
  syn_inst: 14966
pwr:
  clockPowerShare: 0.435
  p_sw_frac: 0.213
  p_total_uw: 483
  pwr-share-seq: 0.535
  netSwitchingPower_uw: 103
  p_leak_uw: 0.110
  p_per_area_nw_per_um2: 1.32
  ir_drop_mv: 0.00136
  internal_power_uw: 380
  pwr-share-comb: 0.030
floorplan:
  die_h_um: 1030
  core-area_um2: 1060000
  floorplan.rows: 378
  fp-utilization: 0.301
  io_pins: 26
  dieArea_um2: 1070000
  dieWidth_um: 1030
finish:
  drive_gt1_frac: 0.246
  area_growth_pct: 14.6
hold_path:
  hp-class: "flop to flop"
outcome:
  status: "completed"
==> routing by layer <==
| layer | track usage | share of wire | wire length (um) | vias up |
|---|---|---|---|---|
| met4 | 0.0909 | 0.056 | 55500 | 171 |
| met1 | 0.186 | 0.28 | 284000 | 80752 |
| met5 | 0.0496 | 0.0055 | 5450 | - |
| met3 | 0.198 | 0.21 | 213000 | 2241 |
| li1 | - | - | - | 64200 |
| met2 | 0.277 | 0.44 | 441000 | 13268 |
==> flip-flops by register name, summed over array words and instances (netlist names) <==
| name | count |
|---|---|
| dpram | 8192 |
| usefulbytes | 11 |
| addrr | 10 |
| addrw | 10 |
| oData | 8 |
| rdData | 8 |
| sendcnt | 8 |
| oEmpty | 1 |
| oPSync | 1 |
| oValid | 1 |
| tspack | 1 |
==> synthesized netlist by cell type (133+ instances only) <==
master	instances
a22oi_1	294
edfxtp_1	8192
nand2_1	288
clkbuf_1	505
a21oi_1	278
mux2i_1	580
o21ai_0	167
nor2_1	1127
mux4_2	1922
a221oi_1	180
buf_4	133
buf_2	168
==> worst max-delay path, stage by stage <==
cell and delay [ns]:
buf_8 0.36, buf_4 0.58, buf_4 0.58, buf_4 0.59, buf_4 0.64, buf_4 0.54, buf_4 0.71
==> area by class of cell <==
type	instances	area, um2
fillers	96445	694000
well taps	14060	17600
clock inverters	554	6620
multi-input cells	5699	67400
clock buffers	929	20600
flip-flops and latches	8251	247000
inverters	34	154
repair buffers	761	6170
diodes	173	433
==> layout by cell type (no fill, tap or decap), drive strengths merged, types with 11 or more instances in the layout <==
cell | netlist | final
o211ai | 39 | 39
nor2b | 22 | 22
a22o | 54 | 54
a22oi | 294 | 294
diode | 0 | 173
o31ai | 16 | 16
mux2i | 580 | 580
clkbuf | 505 | 929
a221oi | 180 | 180
o22ai | 90 | 90
a311oi | 11 | 11
mux2 | 20 | 20
a31oi | 27 | 27
nand4 | 20 | 20
nor4 | 26 | 26
dfrtp | 51 | 51
ha | 20 | 20
nor3 | 44 | 44
bufinv | 0 | 114
nand2 | 288 | 288
and2 | 21 | 21
xnor2 | 19 | 19
clkdlybuf4s50 | 0 | 15
o221ai | 76 | 76
o21ai | 168 | 168
nor2 | 1127 | 1127
a21oi | 278 | 278
a211oi | 56 | 56
nand3 | 88 | 88
clkinv | 0 | 370
a2111oi | 19 | 19
clkinvlp | 0 | 54
mux4 | 1922 | 1922
buf | 477 | 746
and3 | 20 | 20
o2111ai | 16 | 16
a21o | 11 | 11
inv | 34 | 50
edfxtp | 8192 | 8192
==> metrics by stage <==
step,util,instance area (um2),cells
global placement,0.319,339000,28805
global route,0.345,366000,30359
detailed placement,0.319,339000,28805
finish,0.346,366000,30461
floorplan,-,320000,14966
CTS,0.345,366000,30288
==> kinds of logic after synthesis <==
logic type               synth area share
other                           0.0000117
flip-flops                          0.774
multiplexers                        0.154
buffers and inverters              0.0166
AND-OR/OR-AND                      0.0313
XOR/XNOR                         0.000603
AND/OR/NAND/NOR                    0.0221
adder cells (fa/ha/maj)          0.000846
==> power groups by stage <==
stage	registers [uW]	logic (uW)	clock network [uW]
final	258	14.7	210
after CTS	258	14.5	212
after global routing	258	15.4	221
==> how the worst min path moves through the flow <==
stage | from | endpoint | slack [ns] | depth (start not counted)
final | rdData[6] | oData[6] | 0.44 | 2
after global routing | rdData[1] | oData[1] | 0.46 | 2
after CTS | rdData[6] | oData[6] | 0.45 | 2
No activity file was given, so power comes from the tool's default toggle rates.
